**flow/run.sh**
```bash
#!/bin/bash
# OpenROAD 26Q1-2900-gdf79404cd8, Yosys 0.63+post, stock flow scripts
make -C /OpenROAD-flow-scripts/flow DESIGN_CONFIG=/design/flow/config.mk WORK_HOME=/design/flow/orfs finish
```
**flow/config.mk**
```make
export PLATFORM = sky130hd
export DESIGN_NAME = zapsgame
export DESIGN_NICKNAME = zapsgame
export VERILOG_FILES = /design/flow/design.v
export SDC_FILE = /design/flow/constraint.sdc
export NUM_CORES = 4
export LEC_CHECK = 1
export CORE_UTILIZATION = 50
```
**flow/constraint.sdc**
```tcl
current_design zapsgame

set clk_period 14.6
set clk_io_pct 0.2

create_clock -name clk0 -period $clk_period [get_ports {CLOCK_50}]

set non_clock_inputs [all_inputs -no_clocks]
set_input_delay [expr $clk_period * $clk_io_pct] -clock clk0 $non_clock_inputs
set_output_delay [expr $clk_period * $clk_io_pct] -clock clk0 [all_outputs]
```
**flow/design.v**
```verilog
module zapsgame(CLOCK_50, SW, LEDR, LEDG, KEY, HEX0, HEX1, HEX2, HEX3, HEX4, HEX5, HEX6, HEX7, toggle, highscoreoutput);
input [17:0] SW;
input [3:0] KEY;
input toggle;
output reg [6:0] HEX0, HEX1, HEX2, HEX3, HEX4, HEX5, HEX6, HEX7;
input CLOCK_50;
output reg [17:0] LEDR;
output reg [7:0] LEDG;
integer timer = 4000000;
integer timer2 = 2500000;
reg[27:0] Q = 0;
reg[27:0] R = 0;
integer S = 0;
integer on = 0;	
integer next = 0;
integer win = 0;
integer winnum = 0;
integer winnum2 = 0;
integer highscore = 0;
integer highscore2 = 0;
integer newhighscore = 0;
integer T = 18;
integer N = 0;
output reg [10:0]highscoreoutput;
always @ (posedge CLOCK_50) begin
	highscoreoutput <= highscore;
	if(toggle) begin  
	Q = Q + 1;
	if(Q >= timer && T > 0) begin
		if (on == 0) begin
			T <= T - 1;
		end
		Q <= 0;
	end
	if(timer > 2000000) begin
		timer <= 4000000 - (win * 100000);
	end
	if(winnum > 9) begin
		winnum <= 0;
		winnum2 <= winnum2 + 1;
	end
	case(winnum)
		0: HEX4 <= 7'b1000000;
		1: HEX4 <= 7'b1111001;
		2: HEX4 <= 7'b0100100;
		3: HEX4 <= 7'b0110000;
		4: HEX4 <= 7'b0011001;
		5: HEX4 <= 7'b0010010;
		6: HEX4 <= 7'b0000010;
		7: HEX4 <= 7'b1111000;
		8: HEX4 <= 7'b0000000;
		9: HEX4 <= 7'b0010000;
		default: HEX4 <= 7'b0010000;
	endcase
	case(winnum2)
		0: HEX5 <= 7'b1000000;
		1: HEX5 <= 7'b1111001;
		2: HEX5 <= 7'b0100100;
		3: HEX5 <= 7'b0110000;
		4: HEX5 <= 7'b0011001;
		5: HEX5 <= 7'b0010010;
		6: HEX5 <= 7'b0000010;
		7: HEX5 <= 7'b1111000;
		8: HEX5 <= 7'b0000000;
		9: HEX5 <= 7'b0010000;
		default: HEX5 <= 7'b0010000;
	endcase
	if(winnum2 > highscore2) begin
		highscore <= winnum;
		highscore2 <= winnum2;
		newhighscore <= 1;
	end else if (winnum2 == highscore2) begin
		if(winnum > highscore && win > 0) begin
			highscore <= winnum;
			highscore2 <= winnum2;
			newhighscore <= 1;
		end
	end
		case(highscore)
		0: HEX0 <= 7'b1000000;
		1: HEX0 <= 7'b1111001;
		2: HEX0 <= 7'b0100100;
		3: HEX0 <= 7'b0110000;
		4: HEX0 <= 7'b0011001;
		5: HEX0 <= 7'b0010010;
		6: HEX0 <= 7'b0000010;
		7: HEX0 <= 7'b1111000;
		8: HEX0 <= 7'b0000000;
		9: HEX0 <= 7'b0010000;
		default: HEX0 <= 7'b0010000;
	endcase
	case(highscore2)
		0: HEX1 <= 7'b1000000;
		1: HEX1 <= 7'b1111001;
		2: HEX1 <= 7'b0100100;
		3: HEX1 <= 7'b0110000;
		4: HEX1 <= 7'b0011001;
		5: HEX1 <= 7'b0010010;
		6: HEX1 <= 7'b0000010;
		7: HEX1 <= 7'b1111000;
		8: HEX1 <= 7'b0000000;
		9: HEX1 <= 7'b0010000;
		default: HEX1 <= 7'b0010000;
	endcase
	R = R + 1;
	if(R >= timer2 && S < 100) begin
		if (win > 7) begin
			S <= S + 1;
		end else begin
			S <= 0;
		end
		R <= 0;
	end
	if (win > 20) begin
		timer2 <= 1250000;
	end else begin
		timer2 <= 2250000;
	end
	if (win > 0 && win < 8) begin
		case(win)
		1: LEDG <= 8'b10000000;
		2:	LEDG <= 8'b11000000;
		3:	LEDG <= 8'b11100000;
		4:	LEDG <= 8'b11110000;
		5:	LEDG <= 8'b11111000;
		6:	LEDG <= 8'b11111100;
		7:	LEDG <= 8'b11111110;
		endcase
	end
	if (win > 7) begin
		case(S)
		1:	LEDG <= 8'b00000000;
		2: LEDG <= 8'b10000000;
		3:	LEDG <= 8'b11000000;
		4:	LEDG <= 8'b11100000;
		5:	LEDG <= 8'b11110000;
		6:	LEDG <= 8'b11111000;
		7:	LEDG <= 8'b11111100;
		8:	LEDG <= 8'b11111110;
		9:	LEDG <= 8'b11111111;
		10:LEDG <= 8'b01111111;
		11:LEDG <= 8'b00111111;
		12:LEDG <= 8'b00011111;
		13:LEDG <= 8'b00001111;
		14:LEDG <= 8'b00000111;
		15:LEDG <= 8'b00000011;
		16:LEDG <= 8'b00000001;
		endcase
	end
	if (~KEY[1]) begin
		on <= 1; 
	end
	if (~KEY[0] && KEY[1]) begin
		on <= 0;
		next <= 0;
	end
	if (T < 1) begin
		T <= 18;
	end
	if (S > 17) begin
		S <= 1;
	end
	LEDR <= 18'b000000000000000000;
	LEDR[T] <= 1;
	if (SW[T] == 1 && on == 1) begin
		if (next == 0)begin
			win <= win + 1;
			winnum <= winnum + 1;
			next <= 1;
		end
	end else if (on == 1) begin
		win <= 0;
		winnum <= 0;
		winnum2 <= 0;
		newhighscore <= 0;
		timer <= 4000000;
		LEDG <= 8'b00000000;
	end
	HEX6 <= 7'b0111111;
	HEX7 <= 7'b0111111;
	HEX3 <= 7'b0001001;
	HEX2 <= 7'b0110111;
	end  
end
endmodule
```
==> run notes <==
fresh numbers from the pnr run: post-CTS setup buffer count=0, GPL Wtd Cong=0.921, Vias/cell=5.56, Global Route Usage Sum=0.225, sequential cell fraction of total power=0.362, CTS root buf=clkbuf_16, cell type with the largest total area=edfxtp_1, unrepaired setup endpoints after global routing=false, switch share=0.349, min-delay worst type=register to register, # diodes=0, VDD IR max=148 uV, outcome=completed, clock insertion delay at the later pin of the skew report=0.61 ns, EDFF count, synth=405, CTS tree=yes, post-CTS sizing=0, Design Power=0.00440 W, Clk network pwr share=0.274, Core Util at FP=0.510, minimum clock period=6.46 ns, initial antenna violation count=0, top-count cell post-synth=edfxtp_1, H-Tree Depth=2, Pre-antenna DRT Iters=5, Port Buffers=86, cells along the critical path=inv_1 > ha_1 > ha_1 > inv_1 > fa_1 > fa_1 > inv_1 > fa_1 > ha_1 > a211oi_1 > o21ai_0 > a2111oi_0 > nor3_1 > nor4_1 > nor4bb_1 > nand2_1 > or4_1 > nand3_1, Final period util=0.442, pwr/cell area=between 100 and 150 nW/um^2, cts bufs inserted=approximately 47, clock tree buffer depth=3, yosys warns=1, crit start category=register, Area leader share=0.421, ys cells=around 2.9k, crit end category=register, crit path DAT=6.88 ns, leakage=12.7 nW, cts hold-fix bufs=0, Layout area overhead=11.0%, Remaining DRCs=0, slowest CP cell=fa_1, Gate Count Post-Synth=2,869, number of vias in the routed layout=20.8k, first-pass GRT wire length=102 mm, Max Fclk=155 MHz, max-slew violations=0, Post-synth top flop=edfxtp_1, vias in the first global route=between 20k and 25k, Seq/Total Area, Yosys=0.428, r2r setup slk=between 8 and 9 ns, placed cell area=30,500 um^2, asr flop ratio synth=0, ys flops=between 400 and 500, setup tns final=0 ns, main area contributors=edfxtp_1, ha_1, fa_1, inv_1, nor2_1, CP required=between 15 and 20 ns, CP Class=register to register, GR Overflow Total=0, drt total wl=60.2 mm, height of the die=242 um, initial DRC count=~1.2k, final core utilization=0.566, total tool warning count=67, Final Hold Viols=0, slew margin rel.=0.425, Int Power=between 0.002 and 0.003 W, Min Hold Slack=0.407 ns, top cells by count=edfxtp_1, inv_1, nor2_1, Worst Path Max Fanout=8, Max-cap violations=0, slowest stage delay, CP=0.55 ns, Register-to-Register Path Depth=18, Die Size=slightly below 60,000 um^2, core region area=56,700 um^2, hold path depth=0, syn avg cell area=a little over 10 um^2, Die X=242 um, row count=slightly below 90, post-DR wirelength/cell=16.1 um, worst-margin pin slew=0.858 ns, filler instances=4,678, post-route ant nets=0, Layout Skew=slightly above 0.06 ns, switching power=0.00153 W, synthesized cell area=~29,000 um^2, layout cells sized above 1=0.0469, clock transition at the registers of the reported paths=0.06 ns, count of final setup violators=0, clock sink count=416, combinational share of power=0.364, HPWL after DPL=43.8 mm, Boundary Pins=117, Yosys chip area=a little under 30,000 um^2, Final Instance Area=32,100 um^2, Yosys cell types=84, pin count of the biggest net entering global routing=81
layer usage:
metal  global-route usage  vias up  part of all wire
met5                    0        -                 0
met2                0.322      491              0.44
met1                0.376     9901              0.47
met4               0.0441        0             0.024
li1                     -    10345                 -
met3               0.0559       81             0.063
critical path: cells and delay by family (launching register included):
family | cells | cell delay (ns)
fa+ha+maj | 6 | 2.60
simple gates | 6 | 1.78
compound gates | 3 | 1.06
flops | 1 | 0.53
buf+inv | 3 | 0.31
placed cells by master (no fill, tap or decap), types with 13 or more instances in the layout:
master,instances
a211oi_1,25
a21o_1,41
a21oi_1,88
a31oi_1,18
and2_1,58
and3_1,50
and4_1,22
buf_4,25
clkbuf_16,47
clkdlybuf4s50_1,85
conb_1,30
edfxtp_1,405
fa_1,69
ha_1,257
inv_1,309
mux2i_1,15
nand2_1,185
nand2b_1,21
nand3_1,92
nand4_1,74
nor2_1,301
nor2b_1,26
nor3_1,67
nor4_1,75
o211ai_1,18
o21a_1,13
o21ai_0,123
o31ai_1,14
or3_1,25
xnor2_1,119
xor2_1,93
layout make-up:
| type | count | area (um^2) | area share |
|---|---|---|---|
| repair buffers | 111 | 1050 | 0.0328 |
| well taps | 756 | 946 | 0.0295 |
| flip-flops and latches | 416 | 12400 | 0.386 |
| multi-input cells | 2065 | 15000 | 0.466 |
| clock buffers | 60 | 1260 | 0.0394 |
| inverters | 309 | 1160 | 0.0361 |
| clock inverters | 25 | 317 | 0.00986 |
worst paths after layout:
path,to,startpoint
worst max register to register,timer[30],win[3]
worst max-delay path,timer[30],win[3]
worst min-delay path,highscoreoutput[4],highscore[4]
worst min register to register,highscoreoutput[4],highscore[4]
metrics by stage:
| stage | cells | setup WS, ns |
|---|---|---|
| 2_1_floorplan | 2897 | 6.35 |
| 3_3_place_gp | 3657 | 8.18 |
| 3_5_place_dp | 3657 | 8.15 |
| 4_1_cts | 3742 | 8.13 |
| 5_1_grt | 3742 | 7.51 |
| 6_report | 3742 | 8.14 |
power by group through the flow:
stage	clock (W)	sequential, W	combinational [W]
CTS	0.00124	0.00159	0.00162
global route	0.00128	0.00161	0.00185
finish	0.00121	0.00159	0.00160
flip-flops by register name, indices dropped and copies added (netlist names), 8 cells and up:
name             flops
winnum              32
highscore           32
S                   32
Q                   28
highscoreoutput     11
highscore2          32
next                32
winnum2             32
win                 32
LEDG                 8
T                   32
LEDR                18
R                   28
timer               32
kinds of logic (layout without fill, tap and decap cells):
| family | count (synthesis) | in the layout | share of synthesized area |
|---|---|---|---|
| other | 2 | 30 | 0.000260 |
| and+or+nand+nor | 1059 | 1059 | 0.187 |
| AOI/OAI and AO/OA | 417 | 417 | 0.0925 |
| xor gates and xnor gates | 212 | 212 | 0.0642 |
| muxes | 21 | 21 | 0.00948 |
| buffers and inverters | 416 | 505 | 0.0587 |
| adders and majority gates | 326 | 326 | 0.159 |
| DFF | 416 | 416 | 0.428 |
No activity file was given, so power comes from the tool's default toggle rates.
