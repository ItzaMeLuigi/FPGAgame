==> design/flow/design.v <==
module timegame(CLOCK_50, SW, LEDR, LEDG, KEY, HEX0, HEX1, HEX2, HEX3, HEX4, HEX5, HEX6, HEX7, toggle, highscoreoutput);
input[3:0] KEY;
input[17:0] SW;
input toggle;
input CLOCK_50;
output reg [7:0] LEDG;
output reg [17:0] LEDR;
output reg[6:0] HEX0, HEX1, HEX2, HEX3, HEX4, HEX5, HEX6, HEX7;
wire [4:0] rng;
integer pattern = 0;
output reg [10:0] highscoreoutput;
integer next = 0;
integer highscore = 0;
reg [29:0] value, psec, pmsec, ptotal;
reg [29:0] rngclk = 5, clk, clks, clkms, clktotal;
reg start = 1;
reg run;
integer win = 0;
reg [5:0] timer = 0;
reg game;
integer loss = 0;
reg [2:0] state = 0;
parameter IDLE = 0, START = 1, TIMING = 2, END = 3; 
always @ (posedge CLOCK_50) begin
	highscoreoutput <= highscore;
	if(toggle) begin
	rngclk <= rngclk + 1;
	if(rngclk > 16) begin
		rngclk <= 5;
	end
	case(state)
		IDLE: begin
			LEDR <= 0;
			HEX7 <= 7'b1000000;
			HEX6 <= 7'b1000000;
			HEX5 <= 7'b1000000;
			HEX4 <= 7'b1000000;
			HEX3 <= 7'b1000000;
			HEX2 <= 7'b1000000;
			HEX1 <= 7'b1000000;
			HEX0 <= 7'b1000000;
			game <= 0;
			if(~KEY[2]) begin
				clk <= 0;
				if(rngclk < 6) begin
					value <= 5;
				end else if(rngclk < 7) begin
					value <= 6;
				end else if(rngclk < 8) begin
					value <= 7;
				end else if(rngclk < 9) begin
					value <= 8;
				end else if(rngclk < 10) begin
					value <= 9;
				end else if(rngclk < 11) begin
					value <= 10;
				end else if(rngclk < 12) begin
					value <= 11;
				end else if(rngclk < 13) begin
					value <= 12;
				end else if(rngclk < 14) begin
					value <= 13;
				end else if(rngclk < 15) begin
					value <= 14;
				end else if(rngclk < 16) begin
					value <= 15;
				end else begin
					value <= 5;
				end
				state <= START;
			end
		end
		START: begin
			clk <= clk + 1;
			if(clk < 50000000) begin
				LEDG <= 8'b11111111;
			end else if (clk < 100000000) begin
				LEDG <= 8'b11111100;
			end else if (clk < 150000000) begin
				LEDG <= 8'b11110000;
			end else if(clk < 200000000) begin
				LEDG <= 8'b11000000;
			end else begin
				LEDG <= 8'b00000000;
				state <= TIMING;
				clk <= 0;
				clks <= 0;
				clkms <= 0;
				clktotal <= 0;
				psec <= 0;
				pmsec <= 0;
				ptotal <= 0;
			end
			HEX5 <= 7'b1000000;
			HEX4 <= 7'b1000000;
			case(value)
				5: begin
					HEX7 <= 7'b1000000;
					HEX6 <= 7'b0010010;
				end
				6: begin
					HEX7 <= 7'b1000000;
					HEX6 <= 7'b0000010;
				end
				7: begin
					HEX7 <= 7'b1000000;
					HEX6 <= 7'b1111000;
				end
				8: begin
					HEX7 <= 7'b1000000;
					HEX6 <= 7'b0000000;
				end
				9: begin
					HEX7 <= 7'b1000000;
					HEX6 <= 7'b0010000;	
				end
				10: begin
					HEX7 <= 7'b1111001;
					HEX6 <= 7'b1000000;
				end
				11: begin
					HEX7 <= 7'b1111001;
					HEX6 <= 7'b1111001;
				end
				12: begin
					HEX7 <= 7'b1111001;
					HEX6 <= 7'b0100100;
				end
				13: begin
					HEX7 <= 7'b1111001;
					HEX6 <= 7'b0110000;
				end
				14: begin
					HEX7 <= 7'b1111001;
					HEX6 <= 7'b0011001;
				end
				15: begin
					HEX7 <= 7'b1111001;
					HEX6 <= 7'b0010010;
				end
			endcase
		end
		TIMING: begin
			clk <= clk + 1;
			if(clk >= 5000000 && clkms < 10) begin
				clkms <= clkms + 1;
				clk <= 0;
			end
			if(clkms > 9) begin
				clks <= clks + 1;
				clkms <= 0;
			end
			if(clks > 19) begin
				state <= END;
				psec <= 0;
				pmsec <= 0;
			end
			if(~KEY[1]) begin
				state <= END;
				psec <= clks;
				pmsec <= clkms;
			end
		end
		END: begin
			if(psec < 10)begin
				HEX3 <= 7'b1000000;
			end else begin
				HEX3 <= 7'b1111001;
			end
			case(psec%10) 
				0: HEX2 <= 7'b1000000;
				1: HEX2 <= 7'b1111001;
				2: HEX2 <= 7'b0100100;
				3: HEX2 <= 7'b0110000;
				4: HEX2 <= 7'b0011001;
				5: HEX2 <= 7'b0010010;
				6: HEX2 <= 7'b0000010;
				7: HEX2 <= 7'b1111000;
				8: HEX2 <= 7'b0000000;
				9: HEX2 <= 7'b0010000;
			endcase
			HEX1 <= 7'b1111011;
			case(pmsec)
				0: HEX0 <= 7'b1000000;
				1: HEX0 <= 7'b1111001;
				2: HEX0 <= 7'b0100100;
				3: HEX0 <= 7'b0110000;
				4: HEX0 <= 7'b0011001;
				5: HEX0 <= 7'b0010010;
				6: HEX0 <= 7'b0000010;
				7: HEX0 <= 7'b1111000;
				8: HEX0 <= 7'b0000000;
				9: HEX0 <= 7'b0010000;
			endcase
			if(((psec == value && pmsec < 5) || (psec == value - 1 && pmsec >= 5)) && game == 0) begin
				game <= 1;
				win <= win + 1;
			end else if (game == 0) begin 
				win <= 0;
				game <= 1;
			end	
			if(~KEY[2]) begin
				state <= IDLE;
			end
		end
	endcase
	case(win)
		0: HEX4 <= 7'b1000000;
		1: HEX4 <= 7'b1111001;
		2: HEX4 <= 7'b0100100;
		3: HEX4 <= 7'b0110000;
		4: HEX4 <= 7'b0011001;
		5: HEX4 <= 7'b0010010;
		6: HEX4 <= 7'b0000010;
		7: HEX4 <= 7'b1111000;
		8: HEX4 <= 7'b0000000;
		9: HEX4 <= 7'b0010000;
	endcase
	if(win >= highscore) begin
		highscore <= win;
	end
	end  
end
endmodule
==> design/flow/run.sh <==
#!/bin/bash
# OpenROAD 26Q1-2900-gdf79404cd8, Yosys 0.63+post, stock flow scripts
make -C /OpenROAD-flow-scripts/flow DESIGN_CONFIG=/design/flow/config.mk WORK_HOME=/design/flow/orfs finish
==> design/flow/config.mk <==
export PLATFORM = sky130hd
export DESIGN_NAME = timegame
export DESIGN_NICKNAME = timegame
export VERILOG_FILES = /design/flow/design.v
export SDC_FILE = /design/flow/constraint.sdc
export NUM_CORES = 4
export LEC_CHECK = 1
export CORE_UTILIZATION = 40
==> design/flow/constraint.sdc <==
current_design timegame

set clk_period 16.8
set clk_io_pct 0.2

create_clock -name clk0 -period $clk_period [get_ports {CLOCK_50}]

set non_clock_inputs [all_inputs -no_clocks]
set_input_delay [expr $clk_period * $clk_io_pct] -clock clk0 $non_clock_inputs
set_output_delay [expr $clk_period * $clk_io_pct] -clock clk0 [all_outputs]
==> metrics.csv <==
metric;value;unit
IR Drop Worst-Case VDD;0.0000690;V
diodes inserted;0;
status;finished, final reports clean;
total congestion overflow;0;
Max Freq;88.4;MHz
Crit Path Class;reg2reg;
final critical-path share of the clock period;67.3;%
Clock Path Buffers;3;
Post-synth EDFFs;285;
CP required;17.15;ns
DR vias/cell;5.42;
First DRT Iteration DRCs;960;
CTS Sinks;296;
die span in x;219;um
worst hold path class;reg2reg;
chip area;48000;um2
Root Buffer;clkbuf_16;
Post-CTS Setup Repair Bufs;0;
post-cts gate resize count;0;
min Tclk post-route;11.31;ns
GRT Util Overall;17.4;%
fin. max-slew vios;0;
Final ANT Viol Nets;0;
Comb pwr share;39.4;%
post-synth area from yosys stat;18800;um2
Leak;0.00725;uW
Cell Area, Synth;18800;um2
io pins;117;
tool warning count;59;
CTS tree;yes;
max_slew headroom;40.0;%
clock skew;0.0143;ns
RSZ-0062 raised after global routing;no;
largest net degree at the start of global routing;43;
Buffers on Ports;63;
Register-to-Register Path Depth;31;
ys flop type;edfxtp_1;
hold depth;0;
DR pass1 iterations;5;
worst-margin pin slew;0.889;ns
slowest stage delay, CP;0.76;ns
Flops after synth;296;
H-tree Lvls;2;
Unique masters post-synth;122;
Routed WL;39.2;mm
layout cells sized above 1;7.54;%
Setup TNS Final;0;ns
critical-path cell with the highest stage delay;or4_1;
warnings from Yosys;1;
CP max FO;21;
Latency at later pin;0.55;ns
synthesized instance count;1863;
Area Growth Syn to Fin;11.3;%
hold_buf cts;0;
post-layout util;45.1;%
clock share of power;25.2;%
Rows;79;
first-pass GRT wire length;64.8;mm
CP Launch Type;register;
Die Y;219;um
register share of total power;35.4;%
Hold EP;highscoreoutput[9];
Seq/Total Area, Yosys;46.6;%
CP arrival;11.67;ns
HPWL Detailed;27.0;mm
gpl congestion;0.888;
hold_sp;highscore[9];
initial antenna violation count;0;
Switching Fraction;37.8;%
number of CTS-inserted buffers;36;
Worst R2R Setup Slack;5.49;ns
Remaining DRCs;0;
vias in the first global route;12732;
cells in synth_stat.txt;1863;
via count;13773;
Core Box Area;46600;um2
MaxCap Viol Count;0;
Final setup viols;0;
share of flip-flops with an asynchronous set or reset;0;%
final hold vios;0;
initial core utilization;40.5;%
syn_area_per_cell;10.1;um2
Avg WL per Cell;15.4;um
internal power;1820;uW
RR Endpoint;HEX2[3];
pwr dens;140;nW/um2
critical path capture point type;register;
reg-to-reg startpoint;psec[27];
clock slew at reported path FFs;0.06;ns
P_sw;1110;uW
==> power groups by stage <==
stage / registers [uW] / logic (uW) / clock network, uW
4_1_cts: 1040 / 1150 / 762
5_1_grt: 1050 / 1280 / 787
6_report: 1040 / 1150 / 738
==> registers in the layout, summed over array words and instances (netlist names) <==
register / flops
HEX7: 1
HEX0: 7
LEDG: 4
HEX4: 7
pmsec: 30
clkms: 30
value: 4
state: 2
clks: 30
highscore: 32
HEX2: 7
HEX3: 1
HEX6: 7
psec: 30
rngclk: 30
win: 32
HEX1: 1
clk: 30
highscoreoutput: 11
==> cell type report <==
type,count,area [um2]
Fill cell,4166,25600
Clock buffer,45,945
Clock inverter,17,173
Timing Repair Buffer,82,768
Multi-Input combinational cell,1419,9270
Inverter,77,289
Sequential cell,296,8780
Tap cell,607,759
==> through the flow <==
| step | worst slack, ns | std cells | hold slack (ns) | power, uW | instance area (um2) |
|---|---|---|---|---|---|
| after global placement | 5.68 | 2481 | 0.355 | 2190 | 19900 |
| after detailed placement | 5.65 | 2481 | 0.358 | 2200 | 19900 |
| final | 5.49 | 2543 | 0.368 | 2930 | 21000 |
| after global routing | 4.55 | 2543 | 0.385 | 3120 | 21000 |
| after floorplan | 8.22 | 1945 | 0.348 | 1980 | 19200 |
| after CTS | 5.60 | 2543 | 0.371 | 2950 | 21000 |
==> logic make-up (layout without fill, tap and decap cells) <==
family	count (synthesis)	count (layout)	synth area share, %
and+or+nand+nor	793	793	22.3
DFF	296	296	46.6
muxes	11	11	0.730
AOI/OAI and AO/OA	371	371	15.8
buffers and inverters	230	221	6.00
xor gates and xnor gates	105	105	4.95
other	2	84	0.0399
adders and majority gates	55	55	3.64
==> cell usage after synthesis, types with 9 or more instances <==
cell type,count,area [um2]
nand4_1,52,325
dfxtp_1,11,220
nor2_1,163,612
o22ai_1,9,56.3
and3_1,32,200
o2111ai_1,10,87.6
or3_1,18,113
a2111oi_0,9,78.8
edfxtp_1,285,8560
clkbuf_1,68,255
a211oi_1,24,180
a21o_1,11,82.6
nand3_1,91,455
buf_2,20,100
xnor2_1,52,455
and2_1,104,651
ha_1,53,663
xor2_1,52,455
nor4_1,55,344
o211ai_1,18,135
nand2_1,126,473
a31oi_1,11,68.8
inv_1,73,274
nand2b_1,27,169
o21ai_0,55,275
o21ai_1,11,55.1
a21oi_1,55,275
nor2b_1,18,113
nor3_1,52,260
buf_4,54,405
==> worst max-delay path by stage <==
stage,startpoint,to,slack (ns),depth (start not counted)
4_1_cts,psec[27],HEX2[0],5.60,31
5_1_grt,psec[27],HEX2[3],4.55,31
6_report,psec[27],HEX2[3],5.49,31
==> placed cells by master, fill, tap and decap left out, types with 17 or more instances in the layout <==
cell and instances:
a211oi_1 24, or3_1 18, ha_1 53, o21ai_0 55
nor2b_1 17, nand2_1 126, xnor2_1 52, nand3_1 91
clkdlybuf4s50_1 62, nand4_1 52, nor2_1 161, edfxtp_1 285
and2_1 104, nor4_1 55, and3_1 32, clkbuf_16 36
o211ai_1 18, inv_1 73, nor3_1 52, conb_1 84
xor2_1 52, nand2b_1 27, buf_4 19, a21oi_1 54
==> metal layers <==
layer  vias to the layer above  GRT usage (%)  wire [um]
met4                         0           4.17       1040
li1                       6961              -          -
met3                        54           2.90       1880
met1                      6439           27.7      18300
met5                         -              0          0
met2                       319           26.1      18000
==> worst max-delay path, delay by kind of cell, from the launching register on <==
family           cells  cell delay (ns)
AND-OR/OR-AND       17             5.24
XOR/XNOR             1             0.69
flip-flops           1             0.68
multiplexers         1             0.49
AND/OR/NAND/NOR     12             4.01
Power figures rest on the tool's default switching activity, not on a simulated workload.
